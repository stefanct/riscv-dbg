### /design/flow/run.sh
#!/bin/bash
# OpenROAD 26Q1-2900-gdf79404cd8, Yosys 0.63+post, stock flow scripts
make -C /OpenROAD-flow-scripts/flow DESIGN_CONFIG=/design/flow/config.mk WORK_HOME=/design/flow/orfs finish
### /design/flow/config.mk
export PLATFORM = sky130hd
export DESIGN_NAME = debug_rom
export DESIGN_NICKNAME = debug_rom
export VERILOG_FILES = /design/flow/design.v
export SDC_FILE = /design/flow/constraint.sdc
export NUM_CORES = 4
export LEC_CHECK = 1
export CORE_AREA = 10 10 107 107
export DIE_AREA = 0 0 117 117
### /design/flow/constraint.sdc
current_design debug_rom

set clk_period 3.2
set clk_io_pct 0.2

create_clock -name clk0 -period $clk_period [get_ports {clk_i}]

set non_clock_inputs [all_inputs -no_clocks]
set_input_delay [expr $clk_period * $clk_io_pct] -clock clk0 $non_clock_inputs
set_output_delay [expr $clk_period * $clk_io_pct] -clock clk0 [all_outputs]
### /design/flow/design.v
module debug_rom (
  input  logic         clk_i,
  input  logic         req_i,
  input  logic [63:0]  addr_i,
  output logic [63:0]  rdata_o
);
  localparam int unsigned RomSize = 19;
  logic [RomSize-1:0][63:0] mem;
  assign mem = {
    64'h00000000_7b200073,
    64'h7b202473_7b302573,
    64'h10852423_f1402473,
    64'ha85ff06f_7b202473,
    64'h7b302573_10052223,
    64'h00100073_7b202473,
    64'h7b302573_10052623,
    64'h00c51513_00c55513,
    64'h00000517_fd5ff06f,
    64'hfa041ce3_00247413,
    64'h40044403_00a40433,
    64'hf1402473_02041c63,
    64'h00147413_40044403,
    64'h00a40433_10852023,
    64'hf1402473_00c51513,
    64'h00c55513_00000517,
    64'h7b351073_7b241073,
    64'h0ff0000f_04c0006f,
    64'h07c0006f_00c0006f
  };
  logic [$clog2(RomSize)-1:0] addr_q;
  always_ff @(posedge clk_i) begin
    if (req_i) begin
      addr_q <= addr_i[$clog2(RomSize)-1+3:3];
    end
  end
  always_comb begin : p_outmux
    rdata_o = '0;
    if (addr_q < $clog2(RomSize)'(RomSize)) begin
        rdata_o = mem[addr_q];
    end
  end
endmodule
==> reports/results.txt <==
Crit Path Max Fanout - 9
Root buf cell - clkbuf_8
Register area share after synthesis - 0.102
Switch Pwr - 0.226 mW
CTS tree - built
WL/cell - 15.1 µm
IO Port Bufs - 68
Top cells by count - 34 x nor2_1, 31 x a21oi_1, 21 x nand2_1, 20 x o21ai_0, 16 x buf_4
CTS Buf Count - 3
Vias per Instance - 4.41
OpenROAD warning count - 91
Lkg Pwr - 0.852 nW
DR vias - 1737
Die Size - 13700 µm²
Final setup vio count - 0
Pin count of the biggest net entering global routing - 50
Fp_density - 0.160
Final Cycle Share - 0.947
Synth top area cells - a21oi_1 11%, edfxtp_1 10%, nor2_1 8.7%
Peak VDD IR - 0.233 mV
Power Internal - 0.398 mW
ANT cells - 0
Post-Layout Inst Area - 2270 µm²
Power share of the clock group - 0.180
Flip-flops with a built-in enable - 5
PD cells - 275 nW/µm²
Max-cap violations - 0
Clk buf depth - 2
Worst-Margin Slew - 0.750 ns
Async S/R FF share, synth - 0
Top-area cell share - 0.106
Top reg by flops - addr_q
Final core utilization - 0.247
Gate power share - 0.676
Final hold vios - 0
RSZ-0062 raised after global routing - no
Crit start category - register
Share of layout cells above drive strength 1 - 0.117
Ys cells - 224
Placed Area - 2200 µm²
Register bit total from synthesis - 5
Switch share - 0.362
Crit path DRT - 2.56 ns
Post-CTS Hold Buffers - 0
Sequential power share - 0.144
Final Max Slew Viols - 0
Max_slew headroom - 0.500
Initial DRC count - 118
Tmin final - 3.03 ns
GPL Wtd Cong - 0.892
Core area - 9200 µm²
DP HPWL - 4.72 mm
Die Y - 117 µm
Syn Area/Cell - 6.55 µm²
Yosys stat area - 1470 µm²
Total power - 0.623 mW
Initial antenna violation count - 0
ANT nets after route - 0
Drc violations - 0
Netlist cell types - 49
Die W - 117 µm
Vias in the first global route - 1676
First-pass GRT wire length - 9.00 mm
Final WL - 5.97 mm
I/O pins - 130
Primary FF master, synth - edfxtp_1
Placement Rows - 35
CP arrival - 2.39 ns
Synth Instances - 224
Max Freq - 330 MHz
CP Class - register to output port
Number of synthesis warnings - 1
Layout fillers - 1050
Yosys top cell by area - a21oi_1
Sink Count - 5
Slack of the critical path - 0.170 ns
GRT Overall Usage - 0.0822
Area growth syn-to-layout - 54.6%
Final TNS setup - 0 ns
Clock slew at reported path FFs - 0.03 ns
H-tree levels - 1
DRT Pass-1 Iters - 4
Place WS - 0.283 ns
Largest registers - addr_q (5)
Outcome - finished clean
Worst hold path type - input pin to register
Cell Area, Synth - 1470 µm²
Endpoint class of the critical path - output port
Max reg flops - 5
GRT overflow - 0
Cell with the most instances after synthesis - nor2_1
## per-layer routing
layer  vias to the layer above  track usage  wire length, µm
li1                        892            -                -
met2                        83        0.132             2670
met1                       760        0.116             2640
met3                         2       0.0165              628
met5                         -            0                0
met4                         0      0.00577               27
## area by class of cell
class | instances | area, µm² | share of cell area
clock buffers | 4 | 45.0 | 0.0198
inverters | 7 | 30.0 | 0.0132
multi-input cells | 181 | 1080 | 0.475
flip-flops and latches | 5 | 150 | 0.0662
well taps | 111 | 139 | 0.0612
repair buffers | 86 | 828 | 0.365
## critical path, cell delays in order, from the launching register on
cell,delay (ns)
edfxtp_1,0.47
buf_4,0.19
buf_4,0.14
or2_1,0.35
nor2_1,0.18
nand2_1,0.14
o21ai_0,0.17
clkdlybuf4s50_1,0.53
## per-stage QoR
step / std cells / hold WS (ns)
global placement: 387 / 1.20
floorplan: 225 / 0.739
finish: 394 / 0.979
CTS: 391 / 0.974
global route: 394 / 0.977
detailed placement: 387 / 1.20
## layout by cell type, fill, tap and decap left out, drive strengths merged, types with 2 or more instances in the layout
cell type / n
a211o: 2
a211oi: 5
a21oi: 32
a311oi: 2
a31o: 2
a31oi: 2
and2: 3
buf: 18
clkbuf: 4
clkdlybuf4s50: 68
conb: 2
edfxtp: 5
ha: 8
inv: 6
mux2: 2
nand2: 21
nand2b: 9
nand3: 2
nor2: 35
nor2b: 5
nor3: 4
o21a: 4
o21ai: 20
o22ai: 2
o311a: 2
or2: 3
## power by group through the flow
stage | logic, mW | clock network (mW) | registers (mW)
CTS | 0.423 | 0.116 | 0.0905
finish | 0.421 | 0.112 | 0.0895
global route | 0.468 | 0.119 | 0.0910
## repair_timing
action                     in CTS  in global routing
gates resized                   0                  2
setup endpoints to repair       0                  9
buffers inserted                0                  3
## kinds of logic after synthesis
| family | Yosys count | synth area share |
|---|---|---|
| other | 1 | 0.00256 |
| AND-OR/OR-AND | 81 | 0.361 |
| buffers and inverters | 39 | 0.168 |
| AND/OR/NAND/NOR | 87 | 0.276 |
| adder cells (fa/ha/maj) | 8 | 0.0682 |
| multiplexers | 3 | 0.0222 |
| flip-flops | 5 | 0.102 |
## path summary, 6_finish.rpt
check	start	to	slack, ns	cells past startpoint
setup / recovery	addr_q[1]$_DFFE_PP_	rdata_o[10]	0.17	7
hold / removal	addr_i[6]	addr_q[3]$_DFFE_PP_	0.98	1
Power figures rest on the tool's default switching activity, not on a simulated workload.
