==> config.mk <==
export PLATFORM = sky130hd
export DESIGN_NAME = debug_rom_one_scratch
export DESIGN_NICKNAME = debug_rom_one_scratch
export VERILOG_FILES = /design/flow/design.v
export SDC_FILE = /design/flow/constraint.sdc
export NUM_CORES = 4
export LEC_CHECK = 1
export CORE_AREA = 10 10 84 84
export DIE_AREA = 0 0 94 94
==> constraint.sdc <==
current_design debug_rom_one_scratch

set clk_period 3.1
set clk_io_pct 0.2

create_clock -name clk0 -period $clk_period [get_ports {clk_i}]

set non_clock_inputs [all_inputs -no_clocks]
set_input_delay [expr $clk_period * $clk_io_pct] -clock clk0 $non_clock_inputs
set_output_delay [expr $clk_period * $clk_io_pct] -clock clk0 [all_outputs]
==> design.v <==
module debug_rom_one_scratch (
  input  logic         clk_i,
  input  logic         req_i,
  input  logic [63:0]  addr_i,
  output logic [63:0]  rdata_o
);
  localparam int unsigned RomSize = 13;
  logic [RomSize-1:0][63:0] mem;
  assign mem = {
    64'h00000000_7b200073,
    64'h7b202473_10802423,
    64'hf1402473_ab1ff06f,
    64'h7b202473_10002223,
    64'h00100073_7b202473,
    64'h10002623_fddff06f,
    64'hfc0418e3_00247413,
    64'h40044403_f1402473,
    64'h02041263_00147413,
    64'h40044403_10802023,
    64'hf1402473_7b241073,
    64'h0ff0000f_0340006f,
    64'h0500006f_00c0006f
  };
  logic [$clog2(RomSize)-1:0] addr_q;
  always_ff @(posedge clk_i) begin
    if (req_i) begin
      addr_q <= addr_i[$clog2(RomSize)-1+3:3];
    end
  end
  always_comb begin : p_outmux
    rdata_o = '0;
    if (addr_q < $clog2(RomSize)'(RomSize)) begin
        rdata_o = mem[addr_q];
    end
  end
endmodule
==> run.sh <==
#!/bin/bash
# OpenROAD 26Q1-2900-gdf79404cd8, Yosys 0.63+post, stock flow scripts
make -C /OpenROAD-flow-scripts/flow DESIGN_CONFIG=/design/flow/config.mk WORK_HOME=/design/flow/orfs finish
==> deck_impl_summary.md <==
Synthesis and Place & Route Summary

Synth
  • Largest area contributor in the netlist: buf_4
  • Avg Cell Area, Syn: 7.096 um2
  • Ys flop type: edfxtp_1
  • YS warnings: 1
  • Synth cell types: 33
  • Synthesized instance count: 134
  • Post-synth seq share: 0.1263
  • Post-synth area from yosys stat: 950.9 um2
  • Post-synth top cells: buf_4, nor2_1, nand2_1
  • Yosys cell count: 134
  • Async SR Flop Fraction: 0
  • Post-synth regs: 4
  • Post-synth EDFFs: 4
  • Synth Cell Area: 950.9 um2
  • Area leader share: 0.1500
  • Top cells by area, synth: buf_4, edfxtp_1, ha_1, nor2_1, a21oi_1
  • Most frequent cell after synthesis: buf_4

Routing
  • DRT antenna net count: 0
  • Vias: 1004
  • Diodes inserted: 0
  • Met1 wire length: 1.505 mm
  • Vias per cell: 3.968
  • Drt first pass iters: 4
  • Top Metal Used: met3
  • Met3 wire length: 433 um
  • Iteration-0 DRC count of the detailed router: 78
  • Met2 WL: 1.546 mm
  • Wirelength per Cell: 13.77 um
  • Number of remaining DRC errors: 0
  • Routed WL: 3.485 mm

Timing
  • Final worst slack: 342.3 ps
  • RSZ-0062 raised after global routing: no
  • Max Slew Vio Count: 0
  • Setup TNS: 0 ps
  • Fmax: 362.6 MHz
  • Minimum clock period: 2758 ps
  • Fin crit share: 0.8896
  • Final hold viol count: 0
  • Finish-stage setup viols: 0

Floorplan
  • Floorplan-stage core utilization: 0.1827
  • # rows: 26
  • CORE AREA: 5205 um2
  • Die Span Y: 94 um
  • Die X-Extent: 94 um
  • I/O pins: 130
  • Die area: 8836 um2

Clock tree
  • Clock buffer depth: 2
  • Clock edge transition at the registers on the reported setup and hold paths: 30 ps
  • Num Clock Sinks: 4
  • Post-CTS resize count: 0
  • Root Buffer: clkbuf_8
  • CTS tree: built
  • Hold-fix buffers, CTS: 0
  • Total CTS buffers: 3
  • Post-CTS Setup Bufs: 0
  • H-Tree Depth: 1

Worst setup path
  • Crit. End Element: output pin
  • Slowest cell on the critical path: clkdlybuf4s50_1
  • CP top delay family: buffers and inverters
  • Slowest stage delay, CP: 500 ps
  • Crit-path max FO: 7
  • Worst EP arrival: 2140 ps
  • CP bufs+invs: 2
  • CP Launch Type: flip-flop
  • Worst EP required: 2480 ps
  • Crit-path cells: inv_1, ha_1, a21boi_0, o21a_1, a211oi_2, clkdlybuf4s50_1
  • CP Class: flip-flop to output pin

Finish
  • Max reg flops: 4
  • Share of cells above drive strength 1: 0.08197
  • Largest Register: addr_q
  • Layout area overhead: 62.63%
  • FILL cells: 579
  • Largest regs: addr_q x4

Global routing
  • First-pass GRT wire length: 5.388 mm
  • Largest net degree at the start of global routing: 24
  • Vias in the first global route: 1026
  • Grt ovf: 0
  • Initial antenna violation count: 0
  • GRT Util Overall: 0.07470

Job
  • Log Warnings: 91
  • Maxcap violations: 0

Power and ir drop
  • Total chip power: 0.0004531 W
  • PD cells: 293.0 nW/um2
  • IR drop worst, VDD: 0.0003396 V
  • Leak: 0.6552 nW

Place
  • RD Place Congestion: 0.8483
  • Dpl ws: 560.3 ps
  • PortBufs: 61
  • Dpl hpwl: 2.942 mm

Run status
  • Status: finished clean

Hold path
  • Min-Delay Path Class: primary input to flip-flop
## cell type report
type	instances	area, um2	area share
flip-flops and latches	4	120.1	0.07767
inverters	6	22.52	0.01456
repair buffers	66	648.1	0.4191
multi-input cells	104	626.9	0.4053
clock buffers	3	41.29	0.02670
well taps	70	87.58	0.05663
## power breakdown
part / switching, W / internal [W]
Sequential: 0.00000722 / 0.0000650
Combinational: 0.000102 / 0.000172
Clock: 0.0000239 / 0.0000825
Total: 0.000134 / 0.000320
## cell usage in the layout, fill, tap and decap left out, drive strengths merged, types with 4 or more instances in the layout
cell,instances
o21ai,9
nor3,5
conb,8
nand2b,8
edfxtp,4
buf,5
nand2,11
nor2,16
a21o,6
a21oi,10
inv,6
clkdlybuf4s50,61
ha,7
## through the flow
| step | utilization | std cells | hold WS, ps | area, um2 |
|---|---|---|---|---|
| global route | 0.2971 | 253 | 964.5 | 1546 |
| CTS | 0.2971 | 253 | 957.2 | 1546 |
| finish | 0.2971 | 253 | 965.6 | 1546 |
| floorplan | - | 141 | 718.9 | 977.2 |
| detailed placement | 0.2892 | 250 | 1180 | 1505 |
| global placement | 0.2892 | 250 | 1180 | 1505 |
## routing by layer
layer	global-route usage	up-vias
met4	0.005063	0
met3	0.03069	0
met1	0.09331	424
met2	0.1227	47
met5	0	-
li1	-	533
## kinds of logic after synthesis
family,share of synthesized area
compound gates,0.2500
flops,0.1263
mux,0.02105
other cells,0.003944
buf+inv,0.2421
fa+ha+maj,0.09210
simple gates,0.2645
## path summary, 6_finish.rpt
check,start,end,slack [ps],cells past startpoint
max,addr_q[1]$_DFFE_PP_,rdata_o[6],340,6
min,addr_i[5],addr_q[2]$_DFFE_PP_,970,1
No activity file was given, so power comes from the tool's default toggle rates.
